File: flow/config.mk
export PLATFORM = sky130hd
export DESIGN_NAME = ram_spi
export DESIGN_NICKNAME = ram_spi
export VERILOG_FILES = /design/flow/design.v
export SDC_FILE = /design/flow/constraint.sdc
export NUM_CORES = 4
export LEC_CHECK = 1
export CORE_UTILIZATION = 30
File: flow/constraint.sdc
current_design ram_spi

set clk_period 23.3
set clk_io_pct 0.2

create_clock -name clk0 -period $clk_period [get_ports {clk}]

set non_clock_inputs [all_inputs -no_clocks]
set_input_delay [expr $clk_period * $clk_io_pct] -clock clk0 $non_clock_inputs
set_output_delay [expr $clk_period * $clk_io_pct] -clock clk0 [all_outputs]
File: flow/design.v
module ram_spi(din,rx_valid,tx_valid,clk,rst_n,dout);
  parameter mem_depth=256;
  parameter addr_size=8;
  parameter mem_width =8;
  input [9:0] din;
  input rx_valid,clk,rst_n;
  output reg [7:0]dout;
  output reg tx_valid;
  reg [mem_width-1:0] mem [mem_depth-1:0];
  reg [addr_size:-1] addrW,addrR;
 always@( posedge clk or negedge rst_n) begin
  if (!rst_n)begin
    dout <=8'b0;
    tx_valid<=0;
  end
  else if(rx_valid) begin
    case(din[9:8])
      2'b00: begin
        addrW <= din[7:0];
	    tx_valid<=0;
      end
	  2'b01: begin
        mem[addrW] <=din[7:0];
	    tx_valid<=0;
	  end
      2'b10: begin
        addrR <= din[7:0];
	    tx_valid<=0;
	  end
     2'b11: begin
       dout[7:0]<= mem[addrR];
       tx_valid<=1;
	 end
	endcase 
   end
end
endmodule
File: flow/run.sh
#!/bin/bash
# OpenROAD 26Q1-2900-gdf79404cd8, Yosys 0.63+post, stock flow scripts
make -C /OpenROAD-flow-scripts/flow DESIGN_CONFIG=/design/flow/config.mk WORK_HOME=/design/flow/orfs finish
==> run_results.csv <==
group,metric,value,unit
clock_network,cts_hold_repair.buffers,0,
placement,hpwl,359,mm
logic_synthesis,ys_chip_area,79200,µm²
setup_path,critPathKind,"in2reg",
layout,fillCellCount,24400,
clock_network,cts_sinks,2073,
sta,hold_viol,0,
die,fp-utilization,30.2,%
setup_path,crit_arrival,8.34,ns
sta,finalClockPeriodUsage,33.5,%
logic_synthesis,syn_area,79200,µm²
logic_synthesis,ys_types,78,
logic_synthesis,edf_count,2064,
detailed_routing,vias_per_cell,6.38,
logic_synthesis,ys_cells,4756,
clock_network,cts.htree.levels,4,
grt,grt_antenna_before_repair,78,
placement,place.gp.congestion,1.17,
clock_network,cts_setup_buffers,0,
sta,rsz0062_at_grt,"false",
detailed_routing,antenna_left,0,
sta,tightest_slew,1.24,ns
clock_network,numCtsBuffers,218,
setup_path,crit_fanout,17,
layout,stdcell_count,8863,
die,die_area,266000,µm²
logic_synthesis,synth_seq_share,78.5,%
detailed_routing,vias,56600,
sta,clock.fmax,128,MHz
logic_synthesis,syn-mean-instance-area,16.7,µm²
layout,area_growth,18.1,%
detailed_routing,drt-initial-drc-count,6768,
grt,grt_pass1_wl,616,mm
detailed_routing,wl_per_cell,55.4,µm
run,warning_count,26,
grt,track_usage,39.5,%
power_and_ir_drop,leakagePower,28.1,nW
clock_network,cts_tree,"done",
setup_path,critPathCaptureType,"flop",
sta,slew_viol_final,0,
sta,relSlewSlack,17.1,%
die,rows,188,
clock_network,clk_pin_slew,0.06,ns
min_path,worstHoldPathType,"reg2reg",
die,ios,22,
placement,io_buffer_count,21,
sta,fin_crit,7.81,ns
grt,grt_pass1_vias,56500,
power_and_ir_drop,peakVddDrop,0.0796,mV
run,drv_cap,0,
detailed_routing,routed_wl,491,mm
logic_synthesis,yosysWarnings,2,
setup_path,critPathRequiredTime,23.83,ns
die,core_region_area,263000,µm²
die,die_x,516,µm
die,die_h,516,µm
grt,grt-ovfl-total,0,
logic_synthesis,numSynthFlops,2073,
logic_synthesis,async_flop_share,0.434,%
sta,finalSetupViolations,0,
placement,placed_cells,8379,
logic_synthesis,synthFlopType,"edfxtp_1",
run_status,status,"finished, final reports clean",
logic_synthesis,syn_inst,4756,
setup_path,crit_path_start_kind,"input pin",
clock_network,ctsResizeCount,0,
detailed_routing,drc_errors,0,
clock_network,cts_buffer_depth,3,
clock_network,worstSkewPairLatency,0.95,ns
sta,whs,0.486,ns
detailed_routing,drtPass1Iterations,11,
sta,finalSetupTns,0,ns
sta,clock_skew,0.0794,ns
power_and_ir_drop,power.density,85.7,nW/µm²
grt,grt_max_degree,74,
clock_network,ctsRootBufferMaster,"clkbuf_16",
layout,layout-drive-gt1-share,16.9,%
-- kinds of logic after synthesis --
kind of cell / after synthesis / share of synthesized area [%]
DFF: 2073 / 78.5
and+or+nand+nor: 1120 / 7.52
buffers and inverters: 364 / 2.27
xor gates and xnor gates: 2 / 0.0221
AOI/OAI and AO/OA: 1179 / 11.5
muxes: 18 / 0.229
-- flip-flops by register name, summed over array words and instances (netlist names) --
| name | count |
|---|---|
| dout | 8 |
| addrR | 8 |
| mem | 2048 |
| addrW | 8 |
| tx_valid | 1 |
-- worst paths after layout --
kind / depth (start not counted) / slack [ns] / startpoint / endpoint
max in group asynchronous: 2 / 19.01 / rst_n / dout[7]$_DFFE_PN0P_
min in group asynchronous: 2 / 4.06 / rst_n / dout[2]$_DFFE_PN0P_
setup reg to reg: 10 / 17.38 / addrR[2]$_DFFE_PP_ / dout[3]$_DFFE_PN0P_
hold reg to reg: 2 / 0.49 / dout[0]$_DFFE_PN0P_ / dout[0]$_DFFE_PN0P_
hold / removal: 2 / 0.49 / dout[0]$_DFFE_PN0P_ / dout[0]$_DFFE_PN0P_
setup / recovery: 8 / 15.49 / rst_n / mem[103][2]$_DFFE_PP_
-- cells in the mapped netlist, types with 14 or more instances --
cell | count | area (µm²)
edfxtp_1 | 2064 | 62000
a22oi_1 | 452 | 3390
nor2_1 | 370 | 1390
nand3_1 | 272 | 1360
o22ai_1 | 179 | 1120
buf_2 | 140 | 701
clkbuf_1 | 128 | 480
a32oi_1 | 125 | 1090
nand4_1 | 109 | 682
nand2_1 | 88 | 330
a22o_1 | 86 | 753
a222oi_1 | 73 | 731
nor4_1 | 66 | 413
a221oi_1 | 59 | 517
a21oi_1 | 58 | 290
buf_1 | 48 | 180
and3_1 | 42 | 263
or4_1 | 35 | 263
o21ai_0 | 29 | 145
a32o_1 | 26 | 260
buf_6 | 25 | 282
nor3_1 | 20 | 100
buf_4 | 19 | 143
nor2b_1 | 18 | 113
mux2i_1 | 17 | 170
a2111oi_0 | 14 | 123
-- report_power, final --
part / switching, mW / internal (mW) / leakage, nW / total (mW)
clock: 1.59 / 2.04 / 3.57 / 3.63
sequential: 0.00870 / 4.10 / 18.7 / 4.11
combinational: 0.222 / 0.0487 / 5.92 / 0.270
-- area by class of cell --
| class | count | area [µm²] | area share (%) |
|---|---|---|---|
| Sequential cell | 2073 | 62200 | 66.5 |
| Multi-Input combinational cell | 2319 | 15700 | 16.8 |
| Clock buffer | 250 | 5580 | 5.96 |
| Tap cell | 3515 | 4400 | 4.70 |
| Timing Repair Buffer | 468 | 3660 | 3.91 |
| Clock inverter | 159 | 1840 | 1.97 |
| Antenna cell | 75 | 188 | 0.201 |
| Inverter | 4 | 15.0 | 0.0160 |
-- worst max-delay path, stage by stage --
cell and delay, ns:
clkdlybuf4s50_1 0.46, buf_4 0.25, nand2_1 0.20, nor3b_2 0.21, buf_4 0.29, nand4_1 0.81, buf_4 0.55, nor2_1 0.82
-- metal layers --
layer	routed length, µm	up-vias	GRT usage, %
met2	192000	5952	49.4
met1	143000	28400	39.2
met3	103000	1458	36.6
li1	-	20700	-
met5	6630	-	19.9
met4	46500	110	27.6
-- stage by stage --
stage	power, mW	util, %	instance area [µm²]	setup slack, ns
final	8.02	35.6	93600	15.49
after global placement	4.45	32.7	86000	14.60
after floorplan	4.25	-	79200	16.23
after global routing	8.15	35.6	93500	15.52
after detailed placement	4.45	32.7	86000	14.64
after CTS	8.01	35.6	93400	15.70
-- placed cells by master (no fill, tap or decap), types with 32 or more instances in the layout --
cell	Yosys	final
a21oi_1	58	58
o22ai_1	179	179
nor4_1	66	56
clkinv_1	0	54
diode_2	0	75
and3_1	42	42
a221oi_1	59	54
nor2_1	370	357
clkinv_2	0	42
a222oi_1	73	73
nand3_1	272	268
clkbuf_1	128	32
a22oi_1	452	452
buf_4	19	443
or4_1	35	35
nand4_1	109	109
edfxtp_1	2064	2064
a32oi_1	125	125
clkbuf_16	0	218
a22o_1	86	86
nand2_1	88	78
Power and IR drop assume default switching activity.
